### /design/flow/design.v
package fir_xifu_pkg;
  parameter int unsigned X_ID_WIDTH = 4;
  parameter int unsigned X_ID_MAX   = 2**X_ID_WIDTH;
  parameter logic [6:0] INSTR_OPCODE = 7'b1011011;
  parameter logic [2:0] INSTR_XFIRDOTP_FUNCT3 = 3'b010;
  parameter logic [2:0] INSTR_XFIRLW_FUNCT3 = 3'b000;
  parameter logic [2:0] INSTR_XFIRSW_FUNCT3 = 3'b001;
  parameter logic [2:0] INSTR_PLACEHOLDER_FUNCT3 = 3'b000;
  function automatic logic [2:0] xifu_get_funct3(logic [31:0] in);
    logic [2:0] out;
    out = in[14:12];
    return out;
  endfunction
  function automatic logic [6:0] xifu_get_opcode(logic [31:0] in);
    logic [6:0] out;
    out = in[6:0];
    return out;
  endfunction
  function automatic logic [11:0] xifu_get_immediate_I(logic [31:0] in);
    logic [11:0] out;
    out = in[31:20];
    return out;
  endfunction
  function automatic logic [11:0] xifu_get_immediate_S(logic [31:0] in);
    logic [11:0] out;
    out = {in[31:25], in[11:7]};
    return out;
  endfunction
  function automatic logic [4:0] xifu_get_rs1(logic [31:0] in);
    logic [4:0] out;
    out = in[19:15];
    return out;
  endfunction
  function automatic logic [4:0] xifu_get_rs2(logic [31:0] in);
    logic [4:0] out;
    out = in[24:20];
    return out;
  endfunction
  function automatic logic [4:0] xifu_get_rd(logic [31:0] in);
    logic [4:0] out;
    out = in[11:7];
    return out;
  endfunction
  typedef enum logic[1:0] {
    INSTR_XFIRLW   = 2'b10,
    INSTR_XFIRSW   = 2'b11,
    INSTR_XFIRDOTP = 2'b01,
    INSTR_INVALID  = 2'b00
  } instr_t;
  typedef struct packed {
    instr_t instr;
    logic [31:0] base;
    logic [11:0] offset;
    logic [4:0]  rs1;
    logic [4:0]  rs2;
    logic [4:0]  rd;  
    logic [X_ID_WIDTH-1:0] id;
  } id2ex_t;
  typedef struct packed {
    instr_t instr;
    logic [31:0] result;
    logic [4:0]  rs1;
    logic [4:0]  rs2;
    logic [4:0]  rd;
    logic [X_ID_WIDTH-1:0] id;
  } ex2wb_t;
  typedef struct packed {
    logic [4:0]  rd;
    logic [31:0] result;
    logic       we;
  } wb_fwd_t;
  typedef struct packed {
    logic [4:0]  rs1;
    logic [4:0]  rs2;
    logic [4:0]  rd;
  } ex2regfile_t;
  typedef struct packed {
    logic [31:0] op_a;
    logic [31:0] op_b;
    logic [31:0] op_c;
  } regfile2ex_t;
  typedef struct packed {
    logic [31:0] result;
    logic [4:0]  rd;
    logic        write;
  } wb2regfile_t;
  typedef struct packed {
    logic                  issue;
    logic [X_ID_WIDTH-1:0] id;
  } id2ctrl_t;
  typedef struct packed {
    logic [X_ID_MAX-1:0] commit;
  } ctrl2ex_t;
  typedef struct packed {
    logic [X_ID_MAX-1:0] clear;
  } wb2ctrl_t;
  typedef struct packed {
    logic [X_ID_MAX-1:0] issue;
    logic [X_ID_MAX-1:0] commit;
    logic [X_ID_MAX-1:0] kill;
  } ctrl2wb_t;
endpackage  
module fir_xifu_regfile 
  import fir_xifu_pkg::*; 
#(
  parameter int unsigned NB_REGS = 4
)
(
  input  logic clk_i,
  input  logic rst_ni,
  input  ex2regfile_t ex2regfile_i,
  output regfile2ex_t regfile2ex_o,
  input  wb2regfile_t wb2regfile_i
);
  logic [NB_REGS-1:0][31:0] regs_q;
  logic [31:0] rf_op_a, rf_op_b, rf_op_c;
  assign rf_op_a = regs_q[ex2regfile_i.rs1[$clog2(NB_REGS)-1:0]];
  assign rf_op_b = regs_q[ex2regfile_i.rs2[$clog2(NB_REGS)-1:0]];
  assign rf_op_c = regs_q[ex2regfile_i.rd [$clog2(NB_REGS)-1:0]];
  assign regfile2ex_o.op_a = (wb2regfile_i.rd == ex2regfile_i.rs1) & wb2regfile_i.write ? wb2regfile_i.result : rf_op_a;
  assign regfile2ex_o.op_b = (wb2regfile_i.rd == ex2regfile_i.rs2) & wb2regfile_i.write ? wb2regfile_i.result : rf_op_b;
  assign regfile2ex_o.op_c = (wb2regfile_i.rd == ex2regfile_i.rd)  & wb2regfile_i.write ? wb2regfile_i.result : rf_op_c;
  for(genvar ii=0; ii<NB_REGS; ii++) begin
    logic write_en;
    assign write_en = wb2regfile_i.write & (wb2regfile_i.rd == ii);
    always_ff @(posedge clk_i or negedge rst_ni)
    begin
      if(~rst_ni) begin
        regs_q[ii] <= '0;
      end 
      else if(write_en) begin
        regs_q[ii] <= wb2regfile_i.result;
      end
    end
  end
endmodule  
### /design/flow/run.sh
#!/bin/bash
# OpenROAD 26Q1-2900-gdf79404cd8, Yosys 0.63+post, stock flow scripts
make -C /OpenROAD-flow-scripts/flow DESIGN_CONFIG=/design/flow/config.mk WORK_HOME=/design/flow/orfs finish
### /design/flow/config.mk
export PLATFORM = sky130hd
export DESIGN_NAME = fir_xifu_regfile
export DESIGN_NICKNAME = fir_xifu_regfile
export VERILOG_FILES = /design/flow/design.v
export SDC_FILE = /design/flow/constraint.sdc
export NUM_CORES = 4
export LEC_CHECK = 1
export CORE_UTILIZATION = 40
export SYNTH_HDL_FRONTEND = slang
### /design/flow/constraint.sdc
current_design fir_xifu_regfile

set clk_period 10.0
set clk_io_pct 0.2

create_clock -name clk0 -period $clk_period [get_ports {clk_i}]

set non_clock_inputs [all_inputs -no_clocks]
set_input_delay [expr $clk_period * $clk_io_pct] -clock clk0 $non_clock_inputs
set_output_delay [expr $clk_period * $clk_io_pct] -clock clk0 [all_outputs]
==> results.cfg <==
; synthesis and place-and-route metrics
[run_status]
status = finished, final reports clean

[final_timing]
relSlewSlack = 0.4759
finalSetupViolations = 0
fmax_mhz = 151.9
fin_ws_ns = 3.416
period_needed_ns = 6.584
fin_tns_setup_ns = 0
tightest_slew_ns = 0.7861
timing.final.hold_violations = 0
slew_viol_final = 0
fin_crit_sh = 0.6584
fin_skew_ns = 0
rsz0062_at_grt = no

[power]
p_seq_frac = 0.365
comb_power_share = 0.310
netSwitchingFraction = 0.2434
p_per_area_mw_per_mm2 = 180.8
p_total_uw = 1931
switchingPower_uw = 470.0
p_leak_uw = 0.004392
clock_power_share = 0.324
p_int_uw = 1461
peakVddDrop_mv = 0.1159

[clocking]
cts.clk_slew.worst_paths_ns = 0.06
numCtsBuffers = 17
post_cts_buffers = 0
max-clock-path-buffers = 2
worstSkewPairLatency_ns = 0.40
cts_hold_buf = 0
htreeDepth = 4
cts_sinks = 128
cts_tree = done
cts.repair.resized = 0
cts_root_buffer = clkbuf_16

[setup_path]
required_ns = 8.00
startpoint = wb2regfile_i[4]
critPathKind = in2out
crit_fanout = 28
rrSetupSlack_ns = 9.20
startpoint_type = primary input
endpoint_kind = output pin
cp.arrival_ns = 4.58
worstReg2RegStart = regs_q[114]$_DFFE_PN0P_

[final_layout]
top_regs = regs_q: 128 flops
largest_reg_flops = 128
drive_above_1_share = 0.5579
syn_to_final_growth_pct = 26.28
layout_top_cell = mux2_2
fin_area_sq_mm = 0.01068
top_register = regs_q
lay_top_cells = mux2_2, clkdlybuf4s50_1, dfrtp_1

[drt]
antenna-diode-count = 0
first_pass_iters = 4
detail_route.wl_per_cell_um = 23.22
drt_iter0_drc = 167
via_per_inst = 5.778
drc = 0
vias = 5454
drtAntennaViolNets = 0
totalWireLength_um = 21920

[logic_synthesis]
synth_area_per_cell_sq_um = 16.11
ys.warnings.count = 0
synth_cell_types = 20
yosys.area.top_type = dfrtp_1
syn_area_sq_mm = 0.008457
synthTopCellsByArea = dfrtp_1, mux2_2, mux4_2, mux2_4, buf_6
ys_ff = 128
yosys_area_sq_mm = 0.008457
yosys.area.top_type_share = 0.3788
synth-seq-area-share = 0.3788
synthCells = 525
ys_cells = 525

[die]
dieArea_sq_mm = 0.02173
row_count = 52
design.portCount = 151
dieWidth_um = 147.4
initCoreUtil = 0.4126
die_y_um = 147.4
core_sq_mm = 0.02049

[placement]
gp_congestion = 0.8566
pre_cts_ws_ns = 3.383
place_area_sq_mm = 0.01007
portBuffers = 150
hpwl_um = 13240

[min_path]
hold_path.class = reg2reg
hp-start = regs_q[66]$_DFFE_PN0P_

[grt]
grtUsageMet3 = 0.09197
grt_usage = 0.2214
grt_use_met1 = 0.3127
grt_overflow_total = 0
busiest_layer = met2
grt_pass1_wl_um = 34330
grt_pass1_vias = 5854
met2_usage = 0.3493
antenna_found_initial = 0
grt_max_degree = 61

[job]
warning_count = 25
max_cap_viol_count = 0
==> cells by family (layout without fill, tap and decap cells) <==
group	after synthesis	count (layout)	synth area share
buffers and inverters	48	197	0.03743
muxes	320	320	0.5584
DFF	128	128	0.3788
and+or+nand+nor	14	14	0.009913
xor gates and xnor gates	15	15	0.01554
==> Yosys cell counts <==
cell type  instances
nand2_1            4
buf_6             12
xor2_1            12
clkbuf_2           1
mux2_4            10
buf_8              1
mux2_1             6
xnor2_1            3
nor2b_1            1
buf_2             21
mux4_2            96
dfrtp_1          128
and3_1             3
buf_4              2
clkbuf_1          11
nor2_1             1
nor4b_1            1
nor4_1             3
mux2_2           208
and4bb_2           1
==> worst paths after layout <==
path | end | cells past startpoint
setup / recovery | regfile2ex_o[92] | 7
hold / removal | regs_q[66]$_DFFE_PN0P_ | 1
setup reg to reg | regs_q[114]$_DFFE_PN0P_ | 1
hold reg to reg | regs_q[66]$_DFFE_PN0P_ | 1
max in group asynchronous | regs_q[55]$_DFFE_PN0P_ | 2
min in group asynchronous | regs_q[10]$_DFFE_PN0P_ | 1
==> worst max-delay path, stage by stage <==
cell and delay [ns]:
clkdlybuf4s50_1 0.52, xor2_1 0.21, nor4_1 0.27, and3_2 0.30, buf_4 0.45, mux2_2 0.42
clkdlybuf4s50_1 0.41
==> power by group through the flow <==
stage | logic [uW] | clock network, uW | registers [uW]
after CTS | 610 | 642 | 704
after global routing | 646 | 667 | 724
final | 599 | 626 | 706
==> layer usage <==
layer	wire length [um]	up-vias
li1	-	2371
met1	8859	2834
met2	10900	237
met3	2003	12
met4	156	0
met5	0	-
==> layout make-up <==
cell class / count / area [sq um]
fill: 1654 / 9816
multi-input combinational: 349 / 4951
sequential: 128 / 3203
timing repair buffer: 165 / 1582
clock buffer: 18 / 439.2
tap: 270 / 337.8
clock inverter: 14 / 166.4
==> metrics by stage <==
| step | utilization | instances | hold WS [ns] |
|---|---|---|---|
| finish | 0.5211 | 944 | 0.5398 |
| global route | 0.5211 | 944 | 0.5602 |
| CTS | 0.5211 | 944 | 0.5432 |
| detailed placement | 0.4915 | 912 | 0.5294 |
| global placement | 0.4915 | 912 | 0.5164 |
| floorplan | - | 525 | 0.5081 |
Power and IR drop assume default switching activity.
